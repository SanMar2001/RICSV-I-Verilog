<file path="./config.mk">
export PLATFORM = sky130hd
export DESIGN_NAME = immunit_digital
export DESIGN_NICKNAME = immunit_digital
export VERILOG_FILES = /design/flow/design.v
export SDC_FILE = /design/flow/constraint.sdc
export NUM_CORES = 4
export LEC_CHECK = 1
export CORE_AREA = 10 10 73 73
export DIE_AREA = 0 0 83 83
</file>
<file path="./constraint.sdc">
current_design immunit_digital

set clk_period 3.5
set clk_io_pct 0.2

create_clock -name clk0 -period $clk_period

set non_clock_inputs [all_inputs -no_clocks]
set_input_delay [expr $clk_period * $clk_io_pct] -clock clk0 $non_clock_inputs
set_output_delay [expr $clk_period * $clk_io_pct] -clock clk0 [all_outputs]
</file>
<file path="./design.v">
module DIG_BitExtender #(
    parameter inputBits = 2,
    parameter outputBits = 4
)
(
    input [(inputBits-1):0] in,
    output [(outputBits - 1):0] out
);
    assign out = {{(outputBits - inputBits){in[inputBits - 1]}}, in};
endmodule
module CompUnsigned #(
    parameter Bits = 1
)
(
    input [(Bits -1):0] a,
    input [(Bits -1):0] b,
    output \> ,
    output \= ,
    output \<
);
    assign \> = a > b;
    assign \= = a == b;
    assign \< = a < b;
endmodule
module Mux_2x1_NBits #(
    parameter Bits = 2
)
(
    input [0:0] sel,
    input [(Bits - 1):0] in_0,
    input [(Bits - 1):0] in_1,
    output reg [(Bits - 1):0] out
);
    always @ (*) begin
        case (sel)
            1'h0: out = in_0;
            1'h1: out = in_1;
            default:
                out = 'h0;
        endcase
    end
endmodule
module immunit_digital (
  input [31:0] Inst,
  output [31:0] imm
);
  wire [11:0] s0;
  wire [31:0] immi;
  wire [11:0] s1;
  wire [31:0] imms;
  wire [12:0] s2;
  wire [31:0] immb;
  wire [19:0] s3;
  wire [20:0] s4;
  wire [31:0] immj;
  wire [6:0] opcode;
  wire [2:0] func3;
  wire s5;
  wire s6;
  wire s7;
  wire s8;
  wire s9;
  wire s10;
  wire s11;
  wire s12;
  wire [31:0] s13;
  wire [31:0] shamt;
  wire [31:0] s14;
  wire s15;
  wire [31:0] s16;
  wire s17;
  wire [31:0] s18;
  wire s19;
  wire [31:0] s20;
  wire s21;
  wire s22;
  wire [31:0] immu;
  wire s23;
  assign s1[4:0] = Inst[11:7];
  assign s1[11:5] = Inst[31:25];
  assign s2[0] = 1'b0;
  assign s2[4:1] = Inst[11:8];
  assign s2[10:5] = Inst[30:25];
  assign s2[11] = Inst[7];
  assign s2[12] = Inst[31];
  assign s4[0] = 1'b0;
  assign s4[10:1] = Inst[30:21];
  assign s4[11] = Inst[20];
  assign s4[19:12] = Inst[19:12];
  assign s4[20] = Inst[31];
  assign s0 = Inst[31:20];
  assign s3 = Inst[31:12];
  assign opcode = Inst[6:0];
  assign func3 = Inst[14:12];
  DIG_BitExtender #(
    .inputBits(12),
    .outputBits(32)
  )
  DIG_BitExtender_i0 (
    .in( s0 ),
    .out( immi )
  );
  DIG_BitExtender #(
    .inputBits(12),
    .outputBits(32)
  )
  DIG_BitExtender_i1 (
    .in( s1 ),
    .out( imms )
  );
  DIG_BitExtender #(
    .inputBits(13),
    .outputBits(32)
  )
  DIG_BitExtender_i2 (
    .in( s2 ),
    .out( immb )
  );
  DIG_BitExtender #(
    .inputBits(21),
    .outputBits(32)
  )
  DIG_BitExtender_i3 (
    .in( s4 ),
    .out( immj )
  );
  CompUnsigned #(
    .Bits(7)
  )
  CompUnsigned_i4 (
    .a( opcode ),
    .b( 7'b10011 ),
    .\= ( s5 )
  );
  CompUnsigned #(
    .Bits(7)
  )
  CompUnsigned_i5 (
    .a( opcode ),
    .b( 7'b11 ),
    .\= ( s6 )
  );
  CompUnsigned #(
    .Bits(7)
  )
  CompUnsigned_i6 (
    .a( opcode ),
    .b( 7'b1110011 ),
    .\= ( s7 )
  );
  CompUnsigned #(
    .Bits(7)
  )
  CompUnsigned_i7 (
    .a( opcode ),
    .b( 7'b1100111 ),
    .\= ( s8 )
  );
  CompUnsigned #(
    .Bits(3)
  )
  CompUnsigned_i8 (
    .a( func3 ),
    .b( 3'b101 ),
    .\= ( s10 )
  );
  CompUnsigned #(
    .Bits(3)
  )
  CompUnsigned_i9 (
    .a( func3 ),
    .b( 3'b1 ),
    .\= ( s11 )
  );
  CompUnsigned #(
    .Bits(7)
  )
  CompUnsigned_i10 (
    .a( opcode ),
    .b( 7'b100011 ),
    .\= ( s15 )
  );
  CompUnsigned #(
    .Bits(7)
  )
  CompUnsigned_i11 (
    .a( opcode ),
    .b( 7'b1100011 ),
    .\= ( s17 )
  );
  CompUnsigned #(
    .Bits(7)
  )
  CompUnsigned_i12 (
    .a( opcode ),
    .b( 7'b1101111 ),
    .\= ( s19 )
  );
  CompUnsigned #(
    .Bits(7)
  )
  CompUnsigned_i13 (
    .a( opcode ),
    .b( 7'b110111 ),
    .\= ( s21 )
  );
  CompUnsigned #(
    .Bits(7)
  )
  CompUnsigned_i14 (
    .a( opcode ),
    .b( 7'b10111 ),
    .\= ( s23 )
  );
  DIG_BitExtender #(
    .inputBits(20),
    .outputBits(32)
  )
  DIG_BitExtender_i15 (
    .in( s3 ),
    .out( immu )
  );
  assign shamt[4:0] = s0[4:0];
  assign shamt[31:5] = 27'b0;
  assign s9 = (s5 | s6 | s7 | s8);
  assign s12 = (s5 & (s10 | s11));
  assign s22 = (s21 | s23);
  Mux_2x1_NBits #(
    .Bits(32)
  )
  Mux_2x1_NBits_i16 (
    .sel( s9 ),
    .in_0( 32'b0 ),
    .in_1( immi ),
    .out( s13 )
  );
  Mux_2x1_NBits #(
    .Bits(32)
  )
  Mux_2x1_NBits_i17 (
    .sel( s12 ),
    .in_0( s13 ),
    .in_1( shamt ),
    .out( s14 )
  );
  Mux_2x1_NBits #(
    .Bits(32)
  )
  Mux_2x1_NBits_i18 (
    .sel( s15 ),
    .in_0( s14 ),
    .in_1( imms ),
    .out( s16 )
  );
  Mux_2x1_NBits #(
    .Bits(32)
  )
  Mux_2x1_NBits_i19 (
    .sel( s17 ),
    .in_0( s16 ),
    .in_1( immb ),
    .out( s18 )
  );
  Mux_2x1_NBits #(
    .Bits(32)
  )
  Mux_2x1_NBits_i20 (
    .sel( s19 ),
    .in_0( s18 ),
    .in_1( immj ),
    .out( s20 )
  );
  Mux_2x1_NBits #(
    .Bits(32)
  )
  Mux_2x1_NBits_i21 (
    .sel( s22 ),
    .in_0( s20 ),
    .in_1( immu ),
    .out( imm )
  );
endmodule
</file>
<file path="./run.sh">
#!/bin/bash
# OpenROAD 26Q1-2900-gdf79404cd8, Yosys 0.63+post, stock flow scripts
make -C /OpenROAD-flow-scripts/flow DESIGN_CONFIG=/design/flow/config.mk WORK_HOME=/design/flow/orfs finish
</file>
==> results.txt <==
The implementation run finished. Estimated wirelength of the detail-placed design landed at around 2.6 mm. The script logs the mean routed wire length per placed instance as about 16 um. For this design the total switching power over the nets is 0.0385 mW. Relative area change from synthesis to final layout landed at 119%. Among cell families on the critical path, the largest total delay comes from buffers and inverters.

The worst hold path belongs to the class in -> out. Post-synthesis cell area landed at around 660 sq um. A synthesized cell averages approximately 7.3 sq um.

The library cell used most frequently in the layout, excluding fill and tap cells, is clkdlybuf4s50_1. In this run the most critical hold path is launched from Inst[23]. Number of remaining DRC errors landed at 0. Static leakage landed at just under 0.6 nW. Share of the clock period used by the worst path landed at between 90% and 100%. The floorplan step records an initial core utilization of 17.6%. Row count landed at 22. The share of the Yosys chip area taken by registers is 0%. According to the report, the first pass of detailed routing completed in 4 iterations. Post-synthesis instance total landed at 90. After synthesis, the netlist uses 34 different library cells.

Summed over all instances, the cell type with the most area after synthesis is buf_4. Subtracting the final worst setup slack from the clock period gives between 3 and 4 ns. Highest ir drop seen on vdd landed at between 50 and 60 uV. By startpoint and endpoint, the worst setup path is classified as in -> out.

The power report attributes to the combinational group a share of 100.0%. Once detail routing completed, the nets flagged for antenna violations numbered 0. In the final layout, flip-flops and latches occupy 0 sq um. Overall global routing resource usage landed at under 10%.

For this run, the final setup violation count is recorded as 0. Final-report hold violation count landed at 0. The switching portion of total power comes to ~37%.

In the power breakdown, the internal column shows approximately 0.066 mW. Input and output buffers added on the ports amount to between 60 and 70. Setup repair after global routing left no endpoint under its margin. Count of synthesis-stage warnings from yosys landed at 1. Final setup TNS landed at 0 ns. STA classifies the critical path endpoint as a primary output. Number of clock buffers in the layout landed at 0. The congestion estimate from routability-driven global placement came to a little under 0.8.

Via count of the first global-routing pass landed at slightly above 900. Die width landed at between 80 and 90 um. The run finished with clean final reports. Number of vias after detailed routing landed at 923. The data required time reported for the critical path is approximately 2.8 ns. Number of antenna repair diodes landed at 0. Dividing total power by cell area gives a power density of approximately 72 nW/um^2. Share of total power in sequential cells landed at 0%. In this run, the clock network consumes 0% of the power. Hold analysis lists the worst path endpoint as imm[11]. In this run the biggest area consumer among cell types represents approximately 17% of the synthesized area. Number of flip-flops and latches landed at 0. In the layout the commonest cells are 60 x clkdlybuf4s50_1, 13 x buf_4, 9 x a21oi_1.

The timing report shows that the slowest cell on the worst path is clkdlybuf4s50_1. Number of max-capacitance violations reported landed at 0. According to the floorplan report, the total die area is about 6900 sq um. OpenROAD warning count landed at 32. Fraction of layout instances using a drive strength above 1 landed at between 10% and 20%. The first global-routing pass estimated between 4 and 5 mm of wire. Based on the critical path, the design can be clocked at up to between 200 and 300 MHz. The data arrival time reported for the critical path is about 2.7 ns. Initial antenna violation count landed at 0. STA lists the maximum fanout along the critical path as 7. For reference, the critical path cell chain is clkdlybuf4s50_1 -> nor2b_4 -> nor4_4 -> buf_4 -> o311a_4 -> a221o_1 -> clkdlybuf4s50_1. Height of the chip landed at a little over 80 um. Total wirelength of the detailed-routed design landed at between 3 and 4 mm.

After synthesis, the cell types taking the most area are buf_4 17%, a221o_1 11%, mux2i_1 9.1%. Violation tally from detailed-route iteration zero landed at 36. Sum of buffers and inverters on the critical path landed at 3. Cell total in the yosys stat output landed at ~90.

Peak per-stage delay on the critical path landed at 0.48 ns. Pin slew with the least headroom to its limit landed at 0.377 ns. Cell depth of the worst hold path landed at 4. Number of max-slew violations in the final report landed at 0. Recorded from the global router log, the overflow total was 0. STA classifies the critical path startpoint as an input pin. Post-synthesis, Yosys gives the total cell area as 658 sq um. Buffers inserted to repair hold after CTS numbered 0. The script logs the ratio of routed vias to standard cells as about 4.6.

Relative max-transition margin landed at between 70 and 80%. On the final layout, the worst hold slack is 2.12 ns. Core region area landed at roughly 3700 sq um. Pin count of the biggest net entering global routing landed at 13. Top-level port count landed at roughly 64. Per STA, the library cell used most along the worst path is clkdlybuf4s50_1.
logic make-up (layout without fill, tap and decap cells):
family	count (synthesis)	in the layout	synth area share, %
muxes	7	7	10.8
AOI/OAI and AO/OA	36	36	43.3
buffers and inverters	22	84	22.8
xor gates and xnor gates	1	1	1.33
and+or+nand+nor	24	24	21.7
worst max-delay path by stage:
stage / end / startpoint / cells after the start
after CTS: imm[11] / Inst[4] / 6
after global routing: imm[13] / Inst[12] / 7
final: imm[17] / Inst[12] / 7
per-stage QoR:
stage          setup WS (ns)  util, %  total power, mW  instance area, sq um  cells
2_1_floorplan          0.685        -           0.0322                   658     90
3_3_place_gp          0.0259     35.1           0.0954                  1320    194
3_5_place_dp          0.0242     35.1           0.0960                  1320    194
4_1_cts               0.0160     35.1           0.0965                  1320    194
5_1_grt               0.0341     38.5            0.113                  1440    200
6_report               0.126     38.5            0.104                  1440    200
power groups by stage:
| stage | clock network, mW | registers, mW | logic, mW |
|---|---|---|---|
| 4_1_cts | 0 | 0 | 0.0965 |
| 5_1_grt | 0 | 0 | 0.113 |
| 6_report | 0 | 0 | 0.104 |
routing by layer:
metal	track usage (%)	share of wire, %
met1	10.8	43
met2	14.1	51
met3	1.87	6.0
met4	0	0
met5	0	0
synthesized netlist by cell type, types with 2 or more instances:
master	instances
a22o_1	4
nor2b_1	2
buf_2	3
inv_1	3
buf_4	15
a221o_1	7
mux2i_1	6
nand2_1	4
a21o_1	4
a21oi_1	10
and3_1	3
nor3_1	2
o211ai_1	2
o31ai_2	2
nor2_1	4
layout make-up:
cell class | instances | area (sq um)
fill | 362 | 2300
timing repair buffer | 81 | 796
multi-input combinational | 68 | 576
tap | 48 | 60.1
inverter | 3 | 11.3
timing repair:
| action | CTS | global route |
|---|---|---|
| resized | 0 | 19 |
| setup buffers | 0 | 5 |
| endpoints found under the hold margin | 0 | 0 |
| setup endpoints to repair | 0 | 23 |
Power figures rest on the tool's default switching activity, not on a simulated workload.
